--- design/flow/config.mk ---
export PLATFORM = sky130hd
export DESIGN_NAME = top
export DESIGN_NICKNAME = top
export VERILOG_FILES = /design/flow/design.v
export SDC_FILE = /design/flow/constraint.sdc
export NUM_CORES = 4
export LEC_CHECK = 1
export CORE_AREA = 10 10 70 70
export DIE_AREA = 0 0 80 80
--- design/flow/constraint.sdc ---
current_design top

set clk_period 1.2
set clk_io_pct 0.2

create_clock -name clk0 -period $clk_period [get_ports {clk}]

set non_clock_inputs [all_inputs -no_clocks]
set_input_delay [expr $clk_period * $clk_io_pct] -clock clk0 $non_clock_inputs
set_output_delay [expr $clk_period * $clk_io_pct] -clock clk0 [all_outputs]
--- design/flow/design.v ---
module ALU_7bit (
    input wire [6:0] A, B,
    input wire OP,           
    output reg [6:0] result,
    output wire ZF           
);
    wire [6:0] R_NOT, R_SHR;
    ALU_NOT_7bit NOT1 (.A(A), .result(R_NOT));
    ALU_SHR_7bit SHR1 (.in(A), .shift(B[2:0]), .out(R_SHR));
    always @(*) begin
        case (OP)
            1'b0: result = R_NOT;   
            1'b1: result = R_SHR;   
            default: result = 7'b0000000;
        endcase
    end
    assign ZF = (result == 7'b0000000);
endmodule
module ALU_NOT_7bit (
    input wire [6:0] A,
    output wire [6:0] result
);
    assign result = ~A;
endmodule
module ALU_SHR_7bit (
    input wire [6:0] in,
    input wire [2:0] shift,   
    output reg [6:0] out
);
    always @(*) begin
        case(shift)
            3'b000: out = in;
            3'b001: out = {1'b0, in[6:1]};
            3'b010: out = {2'b00, in[6:2]};
            3'b011: out = {3'b000, in[6:3]};
            3'b100: out = {4'b0000, in[6:4]};
            3'b101: out = {5'b00000, in[6:5]};
            3'b110: out = {6'b000000, in[6]};
            3'b111: out = 7'b0000000;   
        endcase
    end
endmodule
module controller (
    input wire clk, reset,
    output reg [6:0] A, B,
    output reg OP
);
    reg [2:0] pstate, nstate;
    parameter START  = 3'b000,
              ONE    = 3'b001,
              TWO    = 3'b010,
              THREE  = 3'b011,
              FINISH = 3'b100;
    always @(posedge clk or posedge reset) begin
        if (reset) pstate <= START;
        else pstate <= nstate;
    end
    always @(*) begin
        A = 7'b0;
        B = 7'b0;
        OP = 1'b0;
        nstate = pstate;
        case (pstate)
            START:  nstate = ONE;
            ONE: begin        
                A = 7'b1010101;
                OP = 1'b0;    
                nstate = TWO;
            end
            TWO: begin        
                A = 7'b1100110;
                B = 7'b0000001;  
                OP = 1'b1;    
                nstate = THREE;
            end
            THREE: begin      
                A = 7'b0000001;
                B = 7'b0000111;  
                OP = 1'b1;
                nstate = FINISH;
            end
            FINISH: nstate = START;
            default: nstate = START;
        endcase
    end
endmodule
module top (
    input wire clk, reset,
    output wire [6:0] result,
    output wire flag_gt_zero
);
    wire [6:0] A, B;
    wire OP;
    wire [6:0] alu_result;
    wire ZF;
    controller fsm (
        .clk(clk),
        .reset(reset),
        .A(A),
        .B(B),
        .OP(OP)
    );
    ALU_7bit datapath (
        .A(A),
        .B(B),
        .OP(OP),
        .result(alu_result),
        .ZF(ZF)
    );
    assign result = alu_result;
    assign flag_gt_zero = (alu_result != 7'b0);  
endmodule
--- design/flow/run.sh ---
#!/bin/bash
# OpenROAD 26Q1-2900-gdf79404cd8, Yosys 0.63+post, stock flow scripts
make -C /OpenROAD-flow-scripts/flow DESIGN_CONFIG=/design/flow/config.mk WORK_HOME=/design/flow/orfs finish
==> reports/metrics.cfg <==
[sta]
worstMarginPinSlew_ns=0.187
min_period_over_period_pct=108
hold_viol=0
fmax_ghz=0.773
setup_slack_ns=-0.0940
setup_violations=8
drv_slew=0
hold_slack_ns=0.197
fin_tns_setup_ns=-0.554
grt_setup_unrepaired=true
worst_clock_skew_ns=0.00121
fin_crit_ns=1.29
relSlewSlack_pct=87.5

[power_and_ir_drop]
power_leakage_nw=0.204
p_per_area_nw_per_um2=804
total_power_w=0.000370
ir_drop_uv=268

[status]
violations=setup timing
status=finished, violations left

[cts]
cts_buffers=3
cts.path.max_buffers=2
cts_tree=yes
h-tree-depth=1
clk_latency_ns=0.24
root_buffer=clkbuf_4
clock_sinks=5
holdBufCountCts=0
clkTransAtPathRegs_ns=0.04

[setup_path]
startpoint_type=flop
startpoint=fsm.pstate[4]
rrSetupSlack_ns=0.35
r2r-start=fsm.pstate[2]
cp_data_arrival_time_ns=1.05
critPathMaxFanout=4
crit_path_end_kind=output pin
crit_type=reg2out
cp_data_required_time_ns=0.96

[finish]
largest_reg_flops=5
drive_gt1_share_pct=79.5
logic_area_um2=41.3
layout_top_cells=10 x buf_6, 5 x buf_2, 5 x buf_4
syn_to_final_growth_pct=157
fin_area_um2=460
seq_area_um2=128
reg.largest.list=fsm.pstate (5)
n_fill_cell=388
final_common_cell=buf_6
regMostFlops=fsm.pstate
post-route-util_pct=13.5

[die]
die.size.y_um=80
core_area_um2=3420
num_io_pins=10
row_count=21
fp.dieW_um=80
initCoreUtil_pct=5.24
die_area_um2=6400

[global_route]
grt_use_total_pct=2.23
grt_pass1_vias=221
grt_max_degree=6
overflow=0
grt_pass1_wl_mm=1.06
grt_antenna_before_repair=0

[logic_synthesis]
synth_cells=15
avgSynthCellArea_um2=11.9
ys_types=8
syn_area_um2=179
ys_area_um2=179
ys_warn_count=3
synth_flops=5
yosysCellCount=15
ys_seq_share_pct=70.6

[detailed_routing]
wl_per_cell_um=7.69
vias=182
ant_nets=0
n_antenna_cell=0
drt_iter0_drc=1
first_pass_iters=2
wl_um=654
via_per_inst=2.14
drc=0

[placement]
place_area_um2=327
numPortBuffers=9
dp_hpwl_um=380
place.gp.congestion=0.675

[flow_run]
drv_cap=0
warning_count=27

[hold_path]
min_path_type=in2async

==> worst paths after layout <==
kind                            endpoint  depth (start not counted)
min reg2reg                fsm.pstate[0]                          0
max                            result[3]                          4
min                        fsm.pstate[3]                          2
max reg2reg                fsm.pstate[4]                          3
min in group clk0          fsm.pstate[0]                          0
max in group asynchronous  fsm.pstate[0]                          2
==> cell families (layout without fill, tap and decap cells) <==
group                  count (synthesis)  after routing  share of synthesized area, %
buffers and inverters                  6             30                          16.8
DFF                                    5              5                          70.6
AOI/OAI and AO/OA                      3              3                          9.79
and+or+nand+nor                        1              1                          2.79
==> report_power, final <==
group | leakage [nW] | switching (W) | total (W) | internal (W)
clock network | 0.0150 | 0.0000685 | 0.000194 | 0.000126
registers | 0.0645 | 0 | 0.000169 | 0.000169
logic | 0.125 | 0.00000340 | 0.00000645 | 0.00000305
==> per-layer routing <==
layer	GRT usage [%]	part of all wire [%]
met5	0	0
met4	0.352	0
met3	3.30	26
met2	2.33	34
met1	2.41	40
==> what timing repair did <==
item                                    4_1_cts  5_1_grt
buffers inserted                             10        3
pin swaps                                     3        0
endpoints found under the setup margin        8        8
gates resized                                33        9
==> through the flow <==
| step | setup WS, ns | std cells |
|---|---|---|
| after detailed placement | -0.191 | 70 |
| after CTS | -0.164 | 83 |
| after global placement | -0.160 | 70 |
| final | -0.0940 | 85 |
| after floorplan | 0.275 | 15 |
| after global routing | -0.170 | 85 |
==> synth_stat cells, drive strengths merged <==
cell / n / area share (%)
o21a: 1 / 4.2
nor3: 1 / 2.8
a21oi: 2 / 5.6
inv: 4 / 8.4
buf: 2 / 8.4
dfstp: 1 / 15
dfrtp: 4 / 56
==> layout make-up <==
class,instances,area share [%]
clock buffer,4,5.71
inverter,4,3.80
multi-input combinational,4,8.97
sequential,5,27.7
tap,46,12.5
timing repair buffer,22,41.3
==> critical path: stages (launching register included) <==
cell	delay, ns
dfrtp_2	0.43
buf_6	0.14
inv_4	0.05
o21a_1	0.10
buf_2	0.09
Power figures rest on the tool's default switching activity, not on a simulated workload.
